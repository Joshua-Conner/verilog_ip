===== flow/config.mk =====
export PLATFORM = sky130hd
export DESIGN_NAME = fifo_sync
export DESIGN_NICKNAME = fifo_sync
export VERILOG_FILES = /design/flow/design.v
export SDC_FILE = /design/flow/constraint.sdc
export NUM_CORES = 4
export LEC_CHECK = 1
export CORE_UTILIZATION = 40

===== flow/constraint.sdc =====
current_design fifo_sync

set clk_period 23.4
set clk_io_pct 0.2

create_clock -name clk0 -period $clk_period [get_ports {clkIn}]

set non_clock_inputs [all_inputs -no_clocks]
set_input_delay [expr $clk_period * $clk_io_pct] -clock clk0 $non_clock_inputs
set_output_delay [expr $clk_period * $clk_io_pct] -clock clk0 [all_outputs]

===== flow/design.v =====
module fifo_sync 
  #(
    parameter DATA_WIDTH = 8,
    parameter FIFO_DEPTH = 8)
  (
    input clkIn,
    input rstIn,
    input wrEnIn,
    input rdEnIn,
    input [DATA_WIDTH-1:0] wrDataIn,
    output reg [DATA_WIDTH-1:0] rdDataOut,
    output isEmptyOut,
    output isFullOut);
  reg [DATA_WIDTH-1:0] fifoBuffer [FIFO_DEPTH-1:0];
  integer fifoDataCount;
  integer wrAddr;
  integer rdAddr;
  always @ (posedge clkIn)
  begin
    if (rstIn == 1'b1) begin
      fifoDataCount <= 0;
    end
    else begin
      if (rdEnIn == 1'b1 & wrEnIn == 1'b0 & fifoDataCount > 0) begin
        fifoDataCount <= fifoDataCount - 1;
      end
      else if (rdEnIn == 1'b0 & wrEnIn == 1'b1 & fifoDataCount < FIFO_DEPTH) begin
        fifoDataCount <= fifoDataCount + 1;
      end
    end
  end
  always @ (posedge clkIn)
  begin
    if (rstIn == 1'b1) begin
      wrAddr <= 0;
    end
    else if (wrEnIn == 1'b1 & fifoDataCount < FIFO_DEPTH) begin
      fifoBuffer[wrAddr] = wrDataIn;
      if (wrAddr == FIFO_DEPTH-1) begin
        wrAddr = 0;
      end
      else begin
        wrAddr = wrAddr + 1;
      end
    end
  end
  always @ (posedge clkIn)
  begin
    if (rstIn == 1'b1) begin
      rdAddr <= 0;
    end
    else if (rdEnIn == 1'b1 & fifoDataCount > 0) begin
      rdDataOut = fifoBuffer[rdAddr];
      if (rdAddr == FIFO_DEPTH-1) begin
        rdAddr = 0;
      end
      else begin
        rdAddr = rdAddr + 1;
      end
    end
  end
  assign isFullOut  = (fifoDataCount == FIFO_DEPTH) ? 1'b1 : 1'b0;
  assign isEmptyOut = (fifoDataCount == 0) ? 1'b1 : 1'b0;
endmodule

===== flow/run.sh =====
#!/bin/bash
# OpenROAD 26Q1-2900-gdf79404cd8, Yosys 0.63+post, stock flow scripts
make -C /OpenROAD-flow-scripts/flow DESIGN_CONFIG=/design/flow/config.mk WORK_HOME=/design/flow/orfs finish

==> results.env <==
ROUTE.FINAL.WIRE_LENGTH_UM=17200
CLK_PATH_BUF_DEPTH=2
FINALCLOCKPERIODUSAGE=0.346
IO_BUFFERS=21
TIMING.REG2REG.SETUP_SLACK_PS=18940
SEQUENTIAL_CELL_AREA_FRACTION_IN_THE_YOSYS_REPORT=0.480
CLK_PIN_SLEW_PS=70
CRITICAL_PATH.REG2REG.ENDPOINT='fifoDataCount[31]'
FF_TO_FF_PATH_DEPTH=14
CPMAXSTAGEDELAYCELL='sky130_fd_sc_hd__clkdlybuf4s50_1'
FLOORPLAN_UTILIZATION=0.414
SYNTH-EDFF-COUNT=72
ANTENNA_VIOLATING_NETS_POST_ROUTE=0
LAYOUT.CORE_UTILIZATION=0.470
NUM_ROWS=52
SHARE_OF_CELLS_ABOVE_DRIVE_STRENGTH_1=0.0960
FIN_TNS_SETUP_PS=0
POST_CTS_RESIZE_COUNT=0
DIE-HEIGHT_UM=148
GLOBAL_ROUTE.OVERFLOW_TOTAL=0
CRITPATHKIND='in -> reg'
NUMBER_OF_CELLS_IN_THE_YOSYS_SYNTHESIS_REPORT=854
WORST_PATH_LARGEST_CELL_DELAY_PS=500
CHIP_AREA_UM2=21900
HOLD-PATH-ENDPOINT='fifoDataCount[25]'
NUMBER_OF_POST_CTS_SETUP_REPAIR_BUFFERS=0
DR.PASS1.ITERS=4
PLACE.GP.CONGESTION=0.857
CLOCK_TREE.ROOT_CELL='sky130_fd_sc_hd__clkbuf_16'
TRITONCTS.NUM_BUFFERS=17
GRT_ANTENNA_BEFORE_REPAIR=0
DOMINANTREGCELLSYNTH='sky130_fd_sc_hd__dfxtp_1'
SLEW-LIMIT-HEADROOM=0.490
DP.FINAL_HPWL_UM=11800
RSZ0062_AT_GRT='no'
CRITPATHARRIVALTIME_PS=8400
SETUP_VIOL=0
CELL_COUNT_OF_THE_WORST_HOLD_PATH=2
FIRST_GLOBAL_VIAS=5865
AVERAGE_WIRE_PER_CELL_IN_THE_ROUTED_DESIGN_UM=14.7
DRT_ITER0_MARKERS=362
REGTOREGSTARTPOINT='fifoDataCount[26]'
HOLD_START='fifoDataCount[25]'
CELLS_ALONG_THE_CRITICAL_PATH='clkdlybuf4s50_1, inv_1, nor2_1, o41ai_4, nor2_2, buf_4, ha_1, a211oi_1, o211ai_1, a31oi_2, o21ai_1, a221o_1, or3_1, a31oi_1, nor3b_2'
IR_WORST_VDD_mV=0.0404
GRT_UTIL_ALL_LAYERS=0.170
MAXSLEWVIOLCOUNT=0
DIE-WIDTH_UM=148
MAX_CLOCK_FREQ_MHz=123
OUTCOME='completed'
SLEW_AT_THE_PIN_CLOSEST_TO_ITS_MAX_SLEW_LIMIT_PS=765
CTS_HTREE_LEVELS=4
SYNTH_AREA_PER_CELL_UM2=9.96
SYNTHESIS.INSTANCES=854
ANT_CELLS=0
CLK_SINK_COUNT=168
SYNTH.LIB_CELLS_USED.DISTINCT=66
WORSTPATHMAXFANOUT=32
NUM_VIAS=6160
FP.COREAREA_UM2=20600
POSTSYNTH.ASYNCRESETSHARE=0
GRT_START_MAX_NET_PINS=38
HOLD_BUFFERS_POST_CTS=0
CP.REQUIRED_PS=23700
LKG_PWR_nW=3.46
CP-END-KIND='flip-flop'
IO_PINS=22
FINALCLOCKSKEW_PS=14.7
ROUTED_VIA_DENSITY=5.28
DRCVIOLATIONCOUNT=0
CLOCK_TREE_FROM_TRITONCTS='done'
CLOCK.LATENCY.LATE_PIN_PS=430
POST_SYN_AREA_UM2=8510
WORSTSETUPSTARTPOINTTYPE='input port'
YS_FF=168
AREA.GROWTH.SYNTH_TO_FINAL_PCT=13.6
POWERDENSITY_nW_PER_UM2=96.1
HOLD_VIOLATIONS=0
PERIOD_NEEDED_PS=8100
HOLD_CLASS='reg -> reg'
GLOBAL_ROUTE_WIRE_LENGTH_BEFORE_REPAIR_UM=28700
SYNTH_CHIP_AREA_UM2=8510
FINAL.FILL_COUNT=1927
DRV.MAX_CAP_VIOLATION_COUNT=0
TOOL_WARNINGS=25
YS.WARNINGS.COUNT=1
cells in the mapped netlist, types with 14 or more instances:
master	instances	area, um2
sky130_fd_sc_hd__a21oi_1	63	315
sky130_fd_sc_hd__and3_1	14	87.6
sky130_fd_sc_hd__clkbuf_1	21	78.8
sky130_fd_sc_hd__dfxtp_1	96	1920
sky130_fd_sc_hd__edfxtp_1	72	2160
sky130_fd_sc_hd__ha_1	32	400
sky130_fd_sc_hd__inv_1	19	71.3
sky130_fd_sc_hd__mux4_2	16	360
sky130_fd_sc_hd__nand2_1	113	424
sky130_fd_sc_hd__nand3_1	26	130
sky130_fd_sc_hd__nand4_1	16	100
sky130_fd_sc_hd__nor2_1	88	330
sky130_fd_sc_hd__nor4_1	20	125
sky130_fd_sc_hd__o21ai_0	34	170
sky130_fd_sc_hd__or3_1	27	169
sky130_fd_sc_hd__xnor2_1	31	272
sky130_fd_sc_hd__xor2_1	34	298
worst max-delay path by stage:
stage | end | cells past startpoint | startpoint
4_1_cts | fifoDataCount[31] | 15 | rdEnIn
5_1_grt | fifoDataCount[31] | 15 | rdEnIn
6_report | fifoDataCount[31] | 15 | rdEnIn
placed cells by master (no fill, tap or decap), types with 6 or more instances in the layout:
master                            netlist  layout
sky130_fd_sc_hd__a21oi_1               63      63
sky130_fd_sc_hd__nand2_1              113     113
sky130_fd_sc_hd__and3_1                14      14
sky130_fd_sc_hd__nand4_1               16      16
sky130_fd_sc_hd__nand2b_1               6       6
sky130_fd_sc_hd__xor2_1                34      34
sky130_fd_sc_hd__nor4_1                20      20
sky130_fd_sc_hd__a21o_1                11      11
sky130_fd_sc_hd__ha_1                  32      32
sky130_fd_sc_hd__or3_1                 27      27
sky130_fd_sc_hd__mux4_2                16      16
sky130_fd_sc_hd__a31oi_1                6       6
sky130_fd_sc_hd__nor2_1                88      88
sky130_fd_sc_hd__inv_1                 19      19
sky130_fd_sc_hd__dfxtp_1               96      96
sky130_fd_sc_hd__nor3_1                13      13
sky130_fd_sc_hd__xnor2_1               31      31
sky130_fd_sc_hd__nand3_1               26      26
sky130_fd_sc_hd__clkdlybuf4s50_1        0      21
sky130_fd_sc_hd__clkbuf_16              0      17
sky130_fd_sc_hd__o21ai_0               34      34
sky130_fd_sc_hd__o21bai_1               7       7
sky130_fd_sc_hd__edfxtp_1              72      72
sky130_fd_sc_hd__a211oi_1               8       8
sky130_fd_sc_hd__buf_4                  2      19
routing by layer:
layer | vias up | track usage | share of wire
met3 | 13 | 0.0441 | 0.048
li1 | 3184 | - | -
met5 | - | 0 | 0
met1 | 2878 | 0.263 | 0.50
met4 | 0 | 0.0155 | 0.0094
met2 | 85 | 0.258 | 0.44
where the power goes:
part	internal [W]	switching, W	leakage, nW
combinational	0.000126	0.000172	1.75
clock	0.000146	0.000129	0.287
sequential	0.000333	0.0000228	1.43
total	0.000605	0.000324	3.46
worst max-delay path, delay by kind of cell:
kind | cells | cell delay, ps
fa+ha+maj | 1 | 320
buf+inv | 3 | 930
simple gates | 4 | 740
compound gates | 7 | 1720
layout make-up:
type / count / area (um2) / share of cell area
inverters: 19 / 71.3 / 0.00738
multi-input cells: 637 / 4230 / 0.438
well taps: 270 / 338 / 0.0349
clock buffers: 18 / 439 / 0.0454
clock inverters: 14 / 151 / 0.0157
flip-flops and latches: 168 / 4080 / 0.422
repair buffers: 40 / 353 / 0.0365
flip-flops by register name, indices dropped and copies added (netlist names):
signal,flops
rdDataOut,8
fifoDataCount,32
wrAddr,32
fifoBuffer,64
rdAddr,32
logic make-up after synthesis:
logic type / synth area share
compound gates: 0.128
xor+xnor: 0.0669
fa+ha+maj: 0.0494
buf+inv: 0.0243
flops: 0.480
mux: 0.0435
simple gates: 0.208
through the flow:
step | setup WS, ps | power (W) | std cells | cell area [um2] | hold slack [ps]
3_3_place_gp | 14940 | 0.000663 | 1134 | 9080 | 464
5_1_grt | 15040 | 0.000984 | 1166 | 9670 | 496
3_5_place_dp | 14850 | 0.000662 | 1134 | 9080 | 476
2_1_floorplan | 15280 | 0.000590 | 854 | 8510 | 449
4_1_cts | 15290 | 0.000939 | 1166 | 9670 | 485
6_report | 15300 | 0.000929 | 1166 | 9670 | 480
Power and IR drop assume default switching activity.
