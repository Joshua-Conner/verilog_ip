`./run.sh`:
```
#!/bin/bash
# OpenROAD 26Q1-2900-gdf79404cd8, Yosys 0.63+post, stock flow scripts
make -C /OpenROAD-flow-scripts/flow DESIGN_CONFIG=/design/flow/config.mk WORK_HOME=/design/flow/orfs finish
```
`./config.mk`:
```
export PLATFORM = sky130hd
export DESIGN_NAME = i2c_master
export DESIGN_NICKNAME = i2c_master
export VERILOG_FILES = /design/flow/design.v
export SDC_FILE = /design/flow/constraint.sdc
export NUM_CORES = 4
export LEC_CHECK = 1
export CORE_UTILIZATION = 40
```
`./constraint.sdc`:
```
current_design i2c_master

set clk_period 3.8
set clk_io_pct 0.2

create_clock -name clk0 -period $clk_period [get_ports {clkIn}]

set non_clock_inputs [all_inputs -no_clocks]
set_input_delay [expr $clk_period * $clk_io_pct] -clock clk0 $non_clock_inputs
set_output_delay [expr $clk_period * $clk_io_pct] -clock clk0 [all_outputs]
```
`./design.v`:
```
module i2c_master
  #(
    parameter SYSTEM_CLK_FREQUENCY = 100000000,
    parameter I2C_CLK_FREQUENCY = 250000,
    parameter DATA_WIDTH = 8)
  (
    input clkIn,
    input rstIn,
    input rdEnIn,
    input wrEnIn,
    input [DATA_WIDTH-1:0] rdDataIn,
    output reg [DATA_WIDTH-1:0] wrDataOut,
    output reg rdFifoEnOut,
    output reg wrFifoEnOut,
    output reg sclOut,
    inout sdaBi);
  parameter SCL_HIGH     = 2'b00;
  parameter SCL_HIGH_MID = 2'b01;
  parameter SCL_LOW      = 2'b10;
  parameter SCL_LOW_MID  = 2'b11;
  localparam SCL_CLK_PERIOD_COUNT = SYSTEM_CLK_FREQUENCY / I2C_CLK_FREQUENCY;
  localparam SCL_CLK_DIV_COUNT = SCL_CLK_PERIOD_COUNT / 4;
  reg [1:0] sclState;
  integer sclDivCount;
  parameter IDLE       = 4'b0000;
  parameter START_COND = 4'b0001;
  parameter SEND_ADDR  = 4'b0010;
  parameter WAIT_ACK   = 4'b0011;
  parameter TX_DATA    = 4'b0100;
  parameter RX_DATA    = 4'b0101;
  parameter TX_ACK     = 4'b0110;
  parameter RX_ACK     = 4'b0111;
  parameter STOP_COND  = 4'b1000;
  reg [3:0] i2cState;
  reg sclEn;
  reg sdaR;
  reg rdSdaEnLow;
  always @ (posedge clkIn) begin
    if (rstIn == 1'b1) begin
      sclState    <= SCL_HIGH;
      sclDivCount <= 0;
      sclOut      <= 1'b1;
    end
    else begin
      case (sclState)
        SCL_HIGH :
          begin
            sclOut <= 1'b1;
            if (sclEn == 1'b1) begin
              if (sclDivCount == SCL_CLK_DIV_COUNT-1) begin
                sclDivCount <= 0;
                sclState <= SCL_HIGH_MID;
              end
              else begin
                sclDivCount <= sclDivCount + 1;
              end
            end
            else begin
              sclDivCount <= 0;
              sclState <= SCL_HIGH;
            end
          end
        SCL_HIGH_MID :
          begin
            sclOut <= 1'b1;
            if (sclEn == 1'b1) begin
              if (sclDivCount == SCL_CLK_DIV_COUNT-1) begin
                sclDivCount <= 0;
                sclState <= SCL_LOW;
              end
              else begin
                sclDivCount <= sclDivCount + 1;
              end
            end
            else begin
              sclDivCount <= 0;
              sclState <= SCL_HIGH;
            end
          end
        SCL_LOW :
          begin
            sclOut <= 1'b0;
            if (sclEn == 1'b1) begin
              if (sclDivCount == SCL_CLK_DIV_COUNT-1) begin
                sclDivCount <= 0;
                sclState <= SCL_LOW_MID;
              end
              else begin
                sclDivCount <= sclDivCount + 1;
              end
            end
            else begin
              sclDivCount <= 0;
              sclState <= SCL_HIGH;
            end
          end
        SCL_LOW_MID :
          begin
            sclOut <= 1'b0;
            if (sclEn == 1'b1) begin
              if (sclDivCount == SCL_CLK_DIV_COUNT-1) begin
                sclDivCount <= 0;
                sclState <= SCL_HIGH;
              end
              else begin
                sclDivCount <= sclDivCount + 1;
              end
            end
            else begin
              sclDivCount <= 0;
              sclState <= SCL_HIGH;
            end
          end
      endcase
    end
  end
  always @ (posedge clkIn) begin
    if (rstIn == 1'b1) begin
      i2cState <= IDLE;
      sclEn <= 1'b0;
      sdaR  <= 1'b1;
      rdSdaEnLow <= 1'b1;
    end
    else begin
      case (i2cState)
        IDLE :
          begin
            sclEn <= 1'b0;
            rdSdaEnLow <= 1'b1;
            if (rdEnIn == 1'b1 || wrEnIn == 1'b1) begin
              i2cState <= START_COND;
            end
          end
        START_COND :
          begin
            rdSdaEnLow = 1'b1;
            sdaR  = 1'b0;
            sclEn = 1'b1; 
          end
      endcase
    end
  end
  assign sdaBi = (rdSdaEnLow == 1'b1) ? sdaR : 1'bz;
endmodule
```
==> flow_summary.json <==
{
  "htree_num_levels": 2,
  "yosys.area.top_type": "dfxtp_1",
  "num_rows": 25,
  "fp_util": 0.419,
  "io_pins": 24,
  "clockBufferDepth": 2,
  "post_cts_resized": 0,
  "top_cell_area_share": 0.409,
  "syn_area_um2": 2000,
  "flop_cell": "dfxtp_1",
  "fp.dieW_um": 72.8,
  "async_flop_share": 0,
  "common_cells": "dfxtp_1, a21oi_1, o31ai_1, nor2_1, or4_1",
  "gp_congestion": 0.799,
  "syn_area_per_cell_um2": 8.87,
  "yosys_area_um2": 2000,
  "die-height_um": 72.8,
  "ys_cells": 226,
  "outcome": "aborted with a tool error",
  "synth_warnings": 12,
  "numCtsBuffers": 5,
  "tool.error": "[error] [KeplerFormal.cpp:679] Workflow failed: Iso has multiple drivers: .sdaBi0, sdaBi$_SDFFE_PP1P_.Q0",
  "haltStage": "4_1_cts",
  "edf_count": 0,
  "synth_cell_types": 37,
  "cts_hold_buf": 0,
  "cts.sinks": 41,
  "clockRootBuffer": "clkbuf_8",
  "synth_seq_share": 0.409,
  "top_cell": "dfxtp_1",
  "syn_inst": 226,
  "numSynthFlops": 41,
  "hpwl_mm": 2.63,
  "post_cts_buffers": 0,
  "io_buffer_count": 4,
  "synthTopCellsByArea": "dfxtp_1, o31ai_1, a21oi_1, or4_1, buf_4"
}
==> metrics by stage <==
stage	instances	utilization	setup WS, ps	cell area (um^2)	power, mW
2_1_floorplan	235	-	2020	2040	0.461
3_3_place_gp	286	0.424	1510	2030	0.461
3_5_place_dp	286	0.424	1540	2030	0.461
==> logic make-up after synthesis <==
logic type               after synthesis  synth area share
XOR/XNOR                              11            0.0481
AND/OR/NAND/NOR                       95             0.300
AND-OR/OR-AND                         51             0.154
flip-flops                            41             0.409
adder cells (fa/ha/maj)                1           0.00624
other                                  1           0.00187
buffers and inverters                 26            0.0811
Power is estimated from default activity; no workload was simulated.
