File: ./design.v
module spi_clk_gen
  # (
    parameter SYSTEM_CLK_FREQ = 100_000_000,
    parameter SCLK_FREQ = 1_000_000,
    parameter CPOL = 1'b0,
    parameter CPHA = 1'b0)
  (
    input  clkIn,
    input  rstIn,
    input  enIn,
    output risingSpiClkEdgePulseOut,
    output fallingSpiClkEdgePulseOut,
    output spiClkOut);
  localparam SPI_PERIOD_COUNT   = SYSTEM_CLK_FREQ / SCLK_FREQ;
  localparam SPI_CLK_HIGH_COUNT = (SPI_PERIOD_COUNT / 2) - 2;  
  localparam SPI_CLK_LOW_COUNT  = (SPI_PERIOD_COUNT / 2) - 2;  
  parameter STATE_CLK_WIDTH = 2;
  parameter STATE_CLK_LOW    = 2'b00;
  parameter STATE_CLK_L_TO_H = 2'b01;
  parameter STATE_CLK_HIGH   = 2'b10;
  parameter STATE_CLK_H_TO_L = 2'b11;
  reg [STATE_CLK_WIDTH-1:0] spiClkState;
  reg spiClkLocal;
  reg risingSpiClkEdgePulse;
  reg fallingSpiClkEdgePulse;
  integer spiClkPeriodCount;
  assign spiClkOut                 = (enIn == 1'b1) ? ((CPOL == 1'b0) ? spiClkLocal : ~spiClkLocal) : CPOL;
  assign risingSpiClkEdgePulseOut  = (CPOL == 1'b0) ? risingSpiClkEdgePulse : fallingSpiClkEdgePulse;
  assign fallingSpiClkEdgePulseOut = (CPOL == 1'b0) ? fallingSpiClkEdgePulse : risingSpiClkEdgePulse;
  always @ (posedge clkIn) begin
    if (rstIn == 1'b1) begin
      spiClkLocal            <= 1'b0;
      spiClkState            <= STATE_CLK_LOW;
      spiClkPeriodCount      <= 0;
      risingSpiClkEdgePulse  <= 1'b0;
      fallingSpiClkEdgePulse <= 1'b0;
    end
    else begin
      risingSpiClkEdgePulse  = 1'b0;
      fallingSpiClkEdgePulse = 1'b0;
      if (enIn == 1'b1) begin
        case (spiClkState)
          STATE_CLK_LOW :
            begin
              spiClkLocal = 1'b0;
              if (spiClkPeriodCount == SPI_CLK_LOW_COUNT) begin
                spiClkState = STATE_CLK_L_TO_H;
              end
              else begin
                spiClkPeriodCount = spiClkPeriodCount + 1;
              end
            end
          STATE_CLK_L_TO_H :
            begin
              risingSpiClkEdgePulse = 1'b1;
              spiClkPeriodCount     = 0;
              spiClkState = STATE_CLK_HIGH;
            end
          STATE_CLK_HIGH :
            begin
              spiClkLocal = 1'b1;
              if (spiClkPeriodCount == SPI_CLK_HIGH_COUNT) begin
                spiClkState = STATE_CLK_H_TO_L;
              end
              else begin
                spiClkPeriodCount = spiClkPeriodCount + 1;
              end
            end
          STATE_CLK_H_TO_L :
            begin
              fallingSpiClkEdgePulse = 1'b1;
              spiClkPeriodCount      = 0;
              spiClkState = STATE_CLK_LOW;
            end
          default :
            spiClkState = STATE_CLK_LOW;
        endcase
      end
      else begin
        spiClkState       = STATE_CLK_LOW;
        spiClkPeriodCount = 0;
      end
    end
  end
endmodule
module spi_master
  # (
    parameter SYSTEM_CLK_FREQ = 100_000_000,
    parameter SCLK_FREQ       = 1_000_000,
    parameter SYSTEM_CLK_PER  = 10,
    parameter MIN_CS_SETUP    = 100,
    parameter MIN_CS_HOLD     = 20,
    parameter MIN_CS_DISABLE  = 20,
    parameter CPOL            = 1'b0,
    parameter CPHA            = 1'b0,
    parameter SPI_DATA_WIDTH  = 8,
    parameter CS_DEVICE_COUNT = 1)
  (
    input  clkIn,
    input  rstIn,
    input  enIn,
    output busyOut,
    input  loadDataIn,
    output validDataOut,
    input  [SPI_DATA_WIDTH-1:0] dataRxIn,
    output [SPI_DATA_WIDTH-1:0] dataTxOut,
    output spiClkOut,
    output [CS_DEVICE_COUNT-1:0] spiCsLowOut,
    output spiMosiOut,
    input  spiMisoIn);
  localparam CS_SETUP_COUNT   = MIN_CS_SETUP   / SYSTEM_CLK_PER;
  localparam CS_HOLD_COUNT    = MIN_CS_HOLD    / SYSTEM_CLK_PER;
  localparam CS_DISABLE_COUNT = MIN_CS_DISABLE / SYSTEM_CLK_PER;
  parameter STATE_WIDTH = 3;
  parameter STATE_IDLE             = 3'b000;
  parameter STATE_CS_H_TO_L        = 3'b001;
  parameter STATE_CS_SETUP_DELAY   = 3'b010;
  parameter STATE_TRANSMIT         = 3'b011;
  parameter STATE_CS_HOLD_DELAY    = 3'b100;
  parameter STATE_CS_L_TO_H        = 3'b101;
  parameter STATE_CS_DISABLE_DELAY = 3'b110;
  reg [STATE_WIDTH-1:0] spiState;
  reg [SPI_DATA_WIDTH-1:0] txData;
  reg [SPI_DATA_WIDTH-1:0] rxData;
  wire txShiftEn;  
  wire rxShiftEn;  
  reg spiClkEnIn;
  wire spiClkLocal;
  wire risingSpiClkEdgePulse;
  wire fallingSpiClkEdgePulse;
  reg spiCsLowLocal;
  reg spiMosiLocal;
  reg validDataLocal;
  reg [SPI_DATA_WIDTH-1:0] dataTxLocal;
  integer csSetupDelayCount;
  integer csHoldDelayCount;
  integer csDisableDelayCount;
  integer bitCount;  
  integer byteCount;
  assign spiClkOut    = spiClkLocal;
  assign spiCsLowOut  = spiCsLowLocal;
  assign spiMosiOut   = spiMosiLocal;
  assign validDataOut = validDataLocal;
  assign dataTxOut    = dataTxLocal;
  always @ (posedge clkIn) begin
    if (rstIn == 1'b1) begin
      dataTxLocal = 0;
    end
    else begin
      if (validDataLocal == 1'b1) begin
        dataTxLocal = txData;
      end
    end
  end
  always @ (posedge clkIn) begin
    if (rstIn == 1'b1) begin
      spiState            <= STATE_IDLE;
      spiClkEnIn          <= 1'b0;
      spiCsLowLocal       <= 1'b1;
      spiMosiLocal        <= 1'bZ;
      csSetupDelayCount   <= 0;
      csHoldDelayCount    <= 0;
      csDisableDelayCount <= 0;
      txData              <= 0;
      rxData              <= 0;
      bitCount            <= 0;
      byteCount           <= 0;
      validDataLocal      <= 0;
    end
    else begin
      validDataLocal = 1'b0;
      case (spiState)
        STATE_IDLE :
          begin
            spiCsLowLocal = 1'b1;
            if (enIn == 1'b1) begin
              spiState = STATE_CS_H_TO_L;
            end
          end
        STATE_CS_H_TO_L :
          begin
            spiCsLowLocal = 1'b0;
            spiState = STATE_CS_SETUP_DELAY;
          end
        STATE_CS_SETUP_DELAY :
          begin
            if (csSetupDelayCount == CS_SETUP_COUNT-1) begin
              csSetupDelayCount = 0;
              rxData = dataRxIn;
              spiMosiLocal = rxData[SPI_DATA_WIDTH-1];
              spiState = STATE_TRANSMIT;
            end
            else begin
              csSetupDelayCount = csSetupDelayCount + 1;
            end
          end
        STATE_TRANSMIT :
          begin
            spiClkEnIn = 1'b1;
            spiMosiLocal = rxData[SPI_DATA_WIDTH-1];
            if (bitCount == 0) begin
              rxData = dataRxIn;
            end
            if (txShiftEn == 1'b1) begin
              txData = {txData[SPI_DATA_WIDTH-2:0], spiMisoIn};
            end
            if (rxShiftEn == 1'b1) begin
              rxData = {rxData[SPI_DATA_WIDTH-2:0], 1'b0};
              bitCount = bitCount + 1;
              if (bitCount == SPI_DATA_WIDTH) begin
                validDataLocal = 1'b1;
                byteCount      = byteCount + 1;
                bitCount       = 0;
                if (enIn == 1'b0) begin
                  spiClkEnIn = 1'b0;
                  spiState = STATE_CS_HOLD_DELAY;
                end
              end
            end
          end
        STATE_CS_HOLD_DELAY :
          begin
            if (csHoldDelayCount == CS_HOLD_COUNT-1) begin
              csHoldDelayCount = 0;
              spiState = STATE_CS_L_TO_H;
            end
            else begin
              csHoldDelayCount = csHoldDelayCount + 1;
            end
          end
        STATE_CS_L_TO_H :
          begin
            spiCsLowLocal = 1'b1;
            spiMosiLocal  = 1'bZ;
            spiState = STATE_CS_DISABLE_DELAY;
          end
        STATE_CS_DISABLE_DELAY :
          begin
            if (csDisableDelayCount == CS_DISABLE_COUNT-1) begin
              csDisableDelayCount = 0;
              spiState = STATE_IDLE;
            end
            else begin
              csDisableDelayCount = csDisableDelayCount + 1;
            end
          end
        default :
          spiState = STATE_IDLE;
      endcase
    end
  end
  spi_clk_gen # (
    .SYSTEM_CLK_FREQ(SYSTEM_CLK_FREQ),
    .SCLK_FREQ(SCLK_FREQ),
    .CPOL(CPOL),
    .CPHA(CPOL))
   SPI_CLK (
    .clkIn(clkIn),
    .rstIn(rstIn),
    .enIn(spiClkEnIn),
    .risingSpiClkEdgePulseOut(risingSpiClkEdgePulse),
    .fallingSpiClkEdgePulseOut(fallingSpiClkEdgePulse),
    .spiClkOut(spiClkLocal));
  assign txShiftEn = (CPOL == 1'b0)  ?
                     ((CPHA == 1'b0) ? risingSpiClkEdgePulse  : fallingSpiClkEdgePulse) : 
                     ((CPHA == 1'b0) ? fallingSpiClkEdgePulse : risingSpiClkEdgePulse);
  assign rxShiftEn = (CPOL == 1'b0)  ?
                     ((CPHA == 1'b0) ? fallingSpiClkEdgePulse : risingSpiClkEdgePulse) : 
                     ((CPHA == 1'b0) ? risingSpiClkEdgePulse  : fallingSpiClkEdgePulse);
endmodule
File: ./constraint.sdc
current_design spi_master

set clk_period 4.7
set clk_io_pct 0.2

create_clock -name clk0 -period $clk_period [get_ports {clkIn}]

set non_clock_inputs [all_inputs -no_clocks]
set_input_delay [expr $clk_period * $clk_io_pct] -clock clk0 $non_clock_inputs
set_output_delay [expr $clk_period * $clk_io_pct] -clock clk0 [all_outputs]
File: ./config.mk
export PLATFORM = sky130hd
export DESIGN_NAME = spi_master
export DESIGN_NICKNAME = spi_master
export VERILOG_FILES = /design/flow/design.v
export SDC_FILE = /design/flow/constraint.sdc
export NUM_CORES = 4
export LEC_CHECK = 1
export CORE_UTILIZATION = 50
File: ./run.sh
#!/bin/bash
# OpenROAD 26Q1-2900-gdf79404cd8, Yosys 0.63+post, stock flow scripts
make -C /OpenROAD-flow-scripts/flow DESIGN_CONFIG=/design/flow/config.mk WORK_HOME=/design/flow/orfs finish
==> impl_metrics.json <==
{
  "stage_log_warnings": 31,
  "critical_path.cell_chain": "ha_1 -> nand4_2 -> nor4_4 -> nand3_1 -> xor2_1 -> o211ai_1 -> or4_4 -> nor4b_2 -> nor3_1",
  "die_w_um": 140,
  "grt_pass1_wl_um": 33100,
  "rows": 50,
  "drtPass1Iterations": 4,
  "status": "finished clean",
  "insertedDiodeCount": 0,
  "post_synth_edffs": 1,
  "drtAntennaViolNets": 0,
  "design.portCount": 26,
  "vias_per_cell": 5.41,
  "setup_repair_after_global_routing_missed_its_margin": "false",
  "fillCellCount": 1679,
  "register_area_share_after_synthesis_pct": 42.5,
  "core_um2": 18700,
  "worst_setup_slack_for_register_to_register_paths_ns": 1.64,
  "timing_worst_slew_pin_value_ns": 0.683,
  "iter_0_drt_violations": 392,
  "total_detailed_routing_wirelength_um": 19200,
  "initCoreUtil_pct": 51.0,
  "critPathMaxFanout": 9,
  "cts.htree.levels": 1,
  "place.gp.congestion": 0.909,
  "synthArstFlopShare_pct": 0,
  "cp_slowest_cell": "sky130_fd_sc_hd__or4_4",
  "worstSetupPathType": "reg -> reg",
  "dp.final_hpwl_um": 12800,
  "synth-cells-yosys": 1153,
  "cp_data_arrival_time_ns": 3.42,
  "cts.sinks": 202,
  "antenna_violations_before_repair": 0,
  "cts.clk_slew.worst_paths_ns": 0.06,
  "wire_per_inst_um": 13.7,
  "setup_tns_ns": 0,
  "post_route_clock_period_utilization_pct": 65.0,
  "synthTopCellsByArea": "sky130_fd_sc_hd__dfxtp_1 42%, sky130_fd_sc_hd__xor2_1 9.4%, sky130_fd_sc_hd__nor2_1 8.3%",
  "achievable_clock_frequency_ghz": 0.327,
  "synthMostInstantiatedCell": "sky130_fd_sc_hd__nor2_1",
  "port-buffer-count": 23,
  "post_synthesis_instance_area_um2": 9540,
  "crit_buf_inv": 0,
  "cap_viol_max_count": 0,
  "post_synth.cell_area_avg_um2": 8.27,
  "max_stage_delay_ns": 0.59,
  "grt_util_all_layers_pct": 20.7,
  "ys_top_cells_by_count": "212 x sky130_fd_sc_hd__nor2_1, 201 x sky130_fd_sc_hd__dfxtp_1, 102 x sky130_fd_sc_hd__xor2_1, 84 x sky130_fd_sc_hd__nand2_1, 82 x sky130_fd_sc_hd__nand3_1",
  "drive_gt1_share_pct": 5.22,
  "route.vias.total": 7596,
  "count_of_endpoints_failing_hold_in_the_final_timing_report": 0,
  "via_count_of_the_first_global_routing_pass": 6793,
  "fin_crit_ns": 3.06,
  "synth_chip_area_um2": 9540,
  "setup-violations-final": 0,
  "clock_skew_ns": 0.00646,
  "yosys_register_bits": 202,
  "power_per_standard_cell_area_nw_per_um2": 333,
  "endpoint_kind": "flop",
  "area_delta_synth_final_pct": 11.5,
  "post-cts-setup-buffers": 0,
  "yosys.area.top_type_share_pct": 42.2,
  "numPlacedInstances": 1362,
  "die_height_um": 140,
  "cts_made_buffers": 23,
  "flop_cell": "sky130_fd_sc_hd__dfxtp_1",
  "yosys_warnings": 5,
  "hold_ws_ns": 0.415,
  "crit_required_ns": 5.06,
  "final_cells": 1403,
  "synthesis.instances": 1153,
  "root_buffer": "sky130_fd_sc_hd__clkbuf_16",
  "worst_slew_margin_rel_pct": 54.5,
  "cpLargestDelayFamily": "simple AND/OR/NAND/NOR gates",
  "cp-start-kind": "flop",
  "timing_max_transition_violations_final": 0,
  "grt_overflow_total": 0,
  "clock_tree.buffer_depth": 3,
  "vdd_drop_max_uv": 243,
  "post_route_drc_violation_count": 0,
  "synth_cell_type_count": 55,
  "min_path_type": "reg -> reg",
  "maximum_number_of_pins_on_one_net_before_global_route_repair": 34,
  "tritoncts": "done",
  "cts_resized": 0,
  "clock_latency_ns": 0.50,
  "overall_power_consumption_mw": 3.54,
  "netlist.top_cell.by_area": "sky130_fd_sc_hd__dfxtp_1",
  "chip_area_um2": 19600,
  "ctsHoldBuffers": 0,
  "leakage_nw": 3.71
}
-- stage by stage --
stage	area, um2	setup WS [ns]	utilization, %
6_report	10600	1.64	56.9
5_1_grt	10600	1.41	56.9
4_1_cts	10600	1.68	56.9
3_5_place_dp	9880	1.70	52.8
3_3_place_gp	9880	1.70	52.8
2_1_floorplan	9540	2.06	-
-- registers in the layout, summed over array words and instances, names as in the netlist --
signal                          count
SPI_CLK.risingSpiClkEdgePulse       1
SPI_CLK.spiClkState                 4
bitCount                           32
spiMosiLocal                        1
csSetupDelayCount                  32
spiCsLowLocal                       1
spiClkEnIn                          1
spiState                            7
validDataLocal                      1
csDisableDelayCount                32
SPI_CLK.fallingSpiClkEdgePulse      1
SPI_CLK.spiClkLocal                 1
rxData                              8
csHoldDelayCount                   32
SPI_CLK.spiClkPeriodCount          32
dataTxLocal                         8
txData                              8
-- worst paths after layout --
check                            startpoint                                  endpoint  cells after the start
max                bitCount[0]$_SDFFE_PP0P_                       spiState[6]$_DFF_P_                      9
min          SPI_CLK.spiClkState[0]$_DFF_P_  SPI_CLK.risingSpiClkEdgePulse$_SDFF_PP0_                      1
max reg2reg        bitCount[0]$_SDFFE_PP0P_                       spiState[6]$_DFF_P_                      9
min reg2reg  SPI_CLK.spiClkState[0]$_DFF_P_  SPI_CLK.risingSpiClkEdgePulse$_SDFF_PP0_                      1
-- area by class of cell --
type	count	area (um2)	share of cell area, %
Timing Repair Buffer	29	270	2.54
Sequential cell	202	4050	38.1
Clock buffer	33	663	6.23
Inverter	28	105	0.988
Clock inverter	8	93.8	0.882
Tap cell	234	293	2.75
Multi-Input combinational cell	869	5160	48.5
-- cells in the final DEF, fill, tap and decap left out, types with 3 or more instances in the layout --
cell                              Yosys  layout
sky130_fd_sc_hd__and4_1              17      17
sky130_fd_sc_hd__clkbuf_1            35       5
sky130_fd_sc_hd__clkinv_2             0       5
sky130_fd_sc_hd__ha_1                10      10
sky130_fd_sc_hd__or2_2                4       4
sky130_fd_sc_hd__buf_4                2       6
sky130_fd_sc_hd__o22ai_1              5       5
sky130_fd_sc_hd__a21o_1               5       5
sky130_fd_sc_hd__nor4b_1              7       7
sky130_fd_sc_hd__o21ai_0             24      24
sky130_fd_sc_hd__clkdlybuf4s50_1      0      22
sky130_fd_sc_hd__nand2b_1             5       5
sky130_fd_sc_hd__nand2_1             84      84
sky130_fd_sc_hd__a21oi_1             35      35
sky130_fd_sc_hd__a211oi_1             6       6
sky130_fd_sc_hd__a21boi_0             3       3
sky130_fd_sc_hd__inv_1               28      28
sky130_fd_sc_hd__nand3_1             82      82
sky130_fd_sc_hd__mux2i_1             20      20
sky130_fd_sc_hd__dfxtp_1            201     201
sky130_fd_sc_hd__nand4_1             50      50
sky130_fd_sc_hd__or3_1               12      12
sky130_fd_sc_hd__clkbuf_8             0       5
sky130_fd_sc_hd__clkbuf_16            0      23
sky130_fd_sc_hd__nor4_1              33      33
sky130_fd_sc_hd__xor2_1             102     102
sky130_fd_sc_hd__nor3_1              38      38
sky130_fd_sc_hd__and2_1               8       8
sky130_fd_sc_hd__xnor2_1             46      46
sky130_fd_sc_hd__and3_1              21      21
sky130_fd_sc_hd__nor2b_1              9       9
sky130_fd_sc_hd__nor2_1             212     212
-- metal layers --
metal	vias to the layer above	wire length [um]	global-route usage (%)
met5	-	0	0
met4	0	397	3.88
met3	33	560	2.61
met2	86	8070	30.0
met1	3492	10100	34.0
li1	3985	-	-
-- cell families (layout without fill, tap and decap cells) --
kind of cell / after synthesis / count (layout) / share of synthesized area (%)
and+or+nand+nor: 595 / 595 / 30.9
DFF: 202 / 202 / 42.5
xor gates and xnor gates: 148 / 148 / 13.6
AOI/OAI and AO/OA: 95 / 95 / 6.09
buffers and inverters: 82 / 98 / 3.48
muxes: 20 / 20 / 2.10
adders and majority gates: 10 / 10 / 1.31
other: 1 / 1 / 0.0393
-- where the power goes --
| group | internal, mW | switching, mW |
|---|---|---|
| Clock | 1.09 | 0.678 |
| Sequential | 1.72 | 0.00315 |
| Combinational | 0.0203 | 0.0343 |
Power is estimated from default activity; no workload was simulated.
